$ cat flow/design.v
`timescale 1ns / 1ps
module Display1_9(
	 input A,
    input B,
    input C,
    input D,
    output [7:0] Salida,
    output [7:0] AN
    );
assign AN[7] = 1;
assign AN[6] = 1;
assign AN[5] = 1;
assign AN[4] = 1;
assign AN[3] = 1;
assign AN[2] = 1;
assign AN[1] = 1;
assign AN[0] = 0;
assign Salida[7] = (~A&~B&~C&D)|(~A&B&~C&~D);
assign Salida[6] = (~A&B&~C&D)|(~A&B&C&~D);
assign Salida[5] = (~A&~B&C&~D);
assign Salida[4] = (~A&B&~C&~D)|(~A&B&C&D)|(~B&~C&D);
assign Salida[3] = (~A&B&~C)|(~A&D)|(~B&~C&D);
assign Salida[2] = (~A&~B&C)|(~A&~B&D)|(~A&C&D);
assign Salida[1] = (~A&~B&~C)|(~A&B&C&D);
assign Salida[0] = 1;
endmodule
$ cat flow/run.sh
#!/bin/bash
# OpenROAD 26Q1-2900-gdf79404cd8, Yosys 0.63+post, stock flow scripts
make -C /OpenROAD-flow-scripts/flow DESIGN_CONFIG=/design/flow/config.mk WORK_HOME=/design/flow/orfs finish
$ cat flow/config.mk
export PLATFORM = sky130hd
export DESIGN_NAME = Display1_9
export DESIGN_NICKNAME = Display1_9
export VERILOG_FILES = /design/flow/design.v
export SDC_FILE = /design/flow/constraint.sdc
export NUM_CORES = 4
export LEC_CHECK = 1
export CORE_AREA = 10 10 70 70
export DIE_AREA = 0 0 80 80
$ cat flow/constraint.sdc
current_design Display1_9

set clk_period 2.1
set clk_io_pct 0.2

create_clock -name clk0 -period $clk_period

set non_clock_inputs [all_inputs -no_clocks]
set_input_delay [expr $clk_period * $clk_io_pct] -clock clk0 $non_clock_inputs
set_output_delay [expr $clk_period * $clk_io_pct] -clock clk0 [all_outputs]
==> impl_metrics.tcl <==
# metrics dict for downstream scripts
set metrics [dict create \
    drc 0 \
    hold_path.class "in -> out" \
    grt_pass1_wl_um 841 \
    critPathCaptureType "output port" \
    fmax_mhz 504 \
    routed_wl_um 530 \
    period_needed_ns 1.98 \
    core_mm2 0.00342 \
    critPathLaunch "C" \
    rows 21 \
    yosys_area_um2 175 \
    finalCritPeriodShare_pct 94.4 \
    final-max-slew-violation-count 0 \
    ir_worst_vdd_mv 0.0148 \
    dieArea_mm2 0.00640 \
    dp_hpwl_um 483 \
    ant_nets 0 \
    antenna_found_initial 0 \
    common_cells "9 x buf_4, 3 x a21oi_1, 2 x conb_1, 2 x nand2b_1" \
    gp_congestion 0.686 \
    synth_seq_share_pct 0 \
    whs_path_depth 4 \
    area.growth.synth_to_final_pct 85.0 \
    final-comb-area_um2 133 \
    most_common_cell "buf_4" \
    crit_fanout 6 \
    xor_share_pct 5.00 \
    postCtsSetupBuffers 0 \
    first_pass_iters 2 \
    yosys.cell_types.count 16 \
    drive_gt1_share_pct 15.0 \
    setup_tns_ns 0 \
    routedWlPerCell_um 6.16 \
    synth-simple-area-share_pct 27.9 \
    io_buffers 11 \
    synth_stat.cells 28 \
    top_layer "met3" \
    clock_buffers 0 \
    p_per_area_mw_per_mm2 136 \
    synthCells 28 \
    first_iter_violations 3 \
    avgViaCountPerCell 2.23 \
    grtUsageTotal_pct 1.48 \
    register_area_um2 0 \
    critical_path_arrival_ns 1.56 \
    fin_cells 86 \
    syn_avg_cell_area_um2 6.26 \
    synth.area.top_cells "buf_4 39%, a21oi_1 8.6%, nand2b_1 7.1%" \
    aoi_share_pct 19.3 \
    status "finished, final reports clean" \
    flops 0 \
    ys_sh_adder_pct 0 \
    power_leakage_nw 0.133 \
    setup_viol 0 \
    grt_start_max_net_pins 7 \
    wl_met1_um 254 \
    grt_pass1_vias 186 \
    yosysTopAreaCell "buf_4" \
    gr-total-overflow 0 \
    nFillCells 411 \
    synthTopLogicFamily "buffers and inverters" \
    dp_cells 86 \
    vias 192 \
    io_pins 20 \
    required_ns 1.68 \
    synth.top_cell.area_share_pct 38.6 \
    muxShareOfSynthArea_pct 0 \
    rsz0062_at_grt "false" \
    die_x_um 80 \
    fp_util_pct 5.13 \
    route.met3.wl_um 87 \
    syn-cell-area_um2 175 \
    die_h_um 80 \
    hold_viol 0 \
    hold_start "D" \
    diodes 0 \
    wl_met2_um 188 \
    path_class "in -> out" \
    maxCapViolCount 0 \
    start_kind "input pin" \
    warning_count 32 \
    p_total_w 0.0000442 \
    yosysWarnings 0 \
]
==> cell type report <==
cell class	instances	area share (%)
multi-input cells	24	40.9
inverters	1	1.16
well taps	46	17.8
repair buffers	15	40.2
==> routing by layer <==
layer,track usage [%],up-vias
met2,2.17,14
met5,0,-
met4,0,0
li1,-,103
met1,2.11,75
met3,0.568,0
==> metrics by stage <==
step | util, % | setup slack (ns) | instance area (um2) | hold slack, ns
after floorplan | - | 0.830 | 201 | 0.851
after global placement | 9.56 | -0.173 | 327 | 1.86
after detailed placement | 9.56 | -0.166 | 327 | 1.86
after CTS | 9.60 | 0.0228 | 328 | 1.46
after global routing | 9.49 | 0.0234 | 324 | 1.45
final | 9.49 | 0.118 | 324 | 1.40
==> cell families after synthesis <==
logic type / count (synthesis)
other: 2
buffers and inverters: 11
xor gates and xnor gates: 1
AOI/OAI and AO/OA: 6
and+or+nand+nor: 8
==> worst paths after layout <==
check                  endpoint
worst min-delay path  Salida[5]
worst max-delay path  Salida[1]
==> repair_timing <==
item / 4_1_cts / 5_1_grt
hold buffers: 0 / 0
gates resized: 6 / 2
setup endpoints to repair: 7 / 4
hold endpoints to repair: 0 / 0
==> power by group <==
part | internal, W | leakage [nW] | switching, W | total [W]
Sequential | 0 | 0 | 0 | 0
Combinational | 0.0000280 | 0.133 | 0.0000162 | 0.0000442
Clock | 0 | 0 | 0 | 0
==> worst max-delay path, stage by stage <==
cell and delay (ns):
dlygate4sd2_1 0.29, or2_1 0.22, a21oi_1 0.14, clkdlybuf4s50_1 0.48
==> placed cells by master, fill, tap and decap left out, drive strengths merged, types with 2 or more instances in the layout <==
cell type	Yosys	final
conb	2	9
buf	10	4
clkdlybuf4s50	0	6
nand2b	2	2
dlygate4sd2	0	4
a21oi	3	3
Power and IR drop assume default switching activity.

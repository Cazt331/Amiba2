<file path="flow/run.sh">
#!/bin/bash
# OpenROAD 26Q1-2900-gdf79404cd8, Yosys 0.63+post, stock flow scripts
make -C /OpenROAD-flow-scripts/flow DESIGN_CONFIG=/design/flow/config.mk WORK_HOME=/design/flow/orfs finish
</file>
<file path="flow/config.mk">
export PLATFORM = sky130hd
export DESIGN_NAME = Secuencia
export DESIGN_NICKNAME = Secuencia
export VERILOG_FILES = /design/flow/design.v
export SDC_FILE = /design/flow/constraint.sdc
export NUM_CORES = 4
export LEC_CHECK = 1
export CORE_UTILIZATION = 30
</file>
<file path="flow/constraint.sdc">
current_design Secuencia

set clk_period 2.9
set clk_io_pct 0.2

create_clock -name clk0 -period $clk_period [get_ports {CLK_100MHZ}]

set non_clock_inputs [all_inputs -no_clocks]
set_input_delay [expr $clk_period * $clk_io_pct] -clock clk0 $non_clock_inputs
set_output_delay [expr $clk_period * $clk_io_pct] -clock clk0 [all_outputs]
</file>
<file path="flow/design.v">
`timescale 1ns / 1ps
module Secuencia(
	 input CLK_100MHZ,
    input RST,
    output reg CLK_1HZ,
	 output [7:0] AN
    );
    reg [26:0] count;
	 reg [3:0] x;
    initial CLK_1HZ=1'b1;	 
    always @(posedge CLK_100MHZ)
    if ((RST)||(count>=26'h2FAF080)) begin
        count<=26'h0000000;
        CLK_1HZ<=~CLK_1HZ;
		  x=x+4'd1;
			if ( x == 0 )
				AN = 8'b00001110;  
			else if( x == 1 )
				AN = 8'b00001101;  
			else if( x == 2 )
				AN = 8'b00001011;  
			else if( x == 3 ) 
				begin
				AN = 8'b00000111;  
				x=0;
				end
			end
    else begin
        count<=count+26'h0000001;
    end
endmodule
</file>
==> out/results.ini <==
[final_timing]
setup_tns_ns=0
hold_slack_ns=0.486
rsz_0062_raised_after_global_routing=no
final.setup_skew_ns=0.00524
report.final.slew_viol_count=0
fmaxAchievable_mhz=482
final_hold_viol_count=0
min_period_over_period_pct=71.6
timing.slew.headroom_pct=64.6
timing_worst_slew_pin_value_ns=0.531
worst_setup_slack_after_layout_ns=0.824
finalWorstPathRequiredPeriod_ns=2.08
final-setup-viol-count=0

[synth]
yosys-top-cells-area=dfxtp_1, edfxtp_1, xor2_1
yosysWarnings=5
ys_seq_share_pct=43.6
yosysTopAreaCell=dfxtp_1
synth_cell_types=37
syn_area_per_cell_sq_um=9.99
ys_seq_elements=36
post_synth_inst_count=186
top_cell=dfxtp_1
yosysChipArea_sq_mm=0.00186
yosys-stat-cells=186
edf_count=9
post_synth_most_frequent_cells=dfxtp_1, nor3_1, nand2_1, xor2_1
syn-cell-area_sq_mm=0.00186
yosysTopAreaCellShare_pct=29.1
flop_cell=dfxtp_1
asyncSetResetFlopFracSynth_pct=0

[critical_path]
cp.arrival_ns=2.27
worst_setup_path_end_kind=flop
timing.critical_path.required_ns=3.09
crit_chain=and4_1 > nand4_4 > or4_1 > a211oi_1
crit_fanout=14
cpLargestDelayFamily=simple AND/OR/NAND/NOR gates
cp.buffers_inverters=0
start_kind=flop
max_stage_delay_ns=0.56
crit_path_category=reg2reg
crit_path_top_delay_cell=or4_1

[detailed_routing]
routed_wire_length_per_instance_microns=11.9
detailroute.via_count=1368
vias_per_cell=5.12
drt_pass1_iterations=4
detail_route.antenna_diodes=0
route.antenna.remaining_nets=0
drt_iter0_drc=80
drc_errors=0
total_routed_length_mm=3.16

[job]
warning_total_across_the_stage_logs=30
maxCapViolations=0

[floorplanning]
chipWidth_microns=80.7
die_area_sq_mm=0.00651
std_cell_rows=28
die_h_microns=80.7
fp_util_pct=31.2
fp.coreArea_sq_mm=0.00596
io_pins=11

[clock_tree]
cts-buffers-inserted=5
ctsRootBufferMaster=clkbuf_8
clkSlewWorstSetupHoldPaths_ns=0.07
worstSkewPairLatency_ns=0.29
tritoncts=done
htree_num_levels=2
post_cts_hold_fix_bufs=0
cts.repair.resized=0
clock-sinks=36
post_cts.repair.setup_buffers=0
number_of_buffers_between_clock_root_and_the_deepest_sink=2

[power]
power.sequential.fraction_pct=44.2
p_clk_share_pct=43.7
p_sw_share_pct=21.7
worst_ir_drop_vdd_uv=312
int_power_mw=1.09
comb_power_share_pct=12.0
total_switching_power_uw=302
p_leak_nw=0.677
power_density_mw_per_mm2=662

[global_routing]
grt_max_degree=27
overflow=0
grt_pass1_wl_mm=5.41
track_usage_pct=10.4
grt_antenna_before_repair=0
via_count_of_the_first_global_routing_pass=1267

[outcome]
status=finished, final reports clean

[final_layout]
ratio_of_cells_with_drive_above_1_in_the_final_layout_pct=10.4
flow.area_growth_from_synthesis_pct=13.1

[place]
port-buffer-count=6
post-place-ws_ns=0.902
post-dp-hpwl_mm=1.95
gp_routability_congestion=0.798

[worst_hold_path]
min_path_type=reg2reg

## power by group through the flow
stage                 Combinational, mW  Clock (mW)  Sequential [mW]
after CTS                         0.169       0.625            0.616
after global routing              0.199       0.643            0.622
final                             0.167       0.609            0.616
## registers in the layout (all words and copies together), names as in the netlist
| signal | cells |
|---|---|
| x | 4 |
| CLK_1HZ | 1 |
| count | 27 |
| AN | 4 |
## placed cells by master, fill, tap and decap left out, drive strengths merged, types with 6 or more instances in the layout
cell,n
a211oi,14
o31ai,7
inv,9
nor3,14
dfxtp,27
edfxtp,9
nand2,11
ha,6
or4,9
nand3,8
xor2,11
nand4,10
clkdlybuf4s50,6
## metrics by stage
stage / instances / power [mW] / cell area [sq um] / utilization [%]
floorplan: 190 / 0.747 / 1870 / -
global placement: 259 / 0.791 / 1940 / 32.6
detailed placement: 259 / 0.794 / 1940 / 32.6
CTS: 267 / 1.41 / 2100 / 35.3
global route: 267 / 1.46 / 2100 / 35.3
finish: 267 / 1.39 / 2100 / 35.3
## final timing paths
check | startpoint | end | slack (ns) | cells past startpoint
min | count[0] | count[0] | 0.49 | 1
min reg2reg | count[0] | count[0] | 0.49 | 1
max | count[2] | count[21] | 0.82 | 4
max reg2reg | count[2] | count[21] | 0.82 | 4
## layer usage
layer | GRT usage [%] | wire length (microns) | vias up | share of wire (%)
met5 | 0 | 0 | - | 0
met4 | 2.86 | 61 | 0 | 1.9
met3 | 1.73 | 83 | 5 | 2.6
met2 | 16.4 | 1450 | 18 | 46
met1 | 15.0 | 1570 | 658 | 49
li1 | - | - | 687 | -
## kinds of logic after synthesis
family | count (synthesis) | synth area share (%)
xor+xnor | 13 | 6.13
buf+inv | 23 | 7.14
other cells | 1 | 0.202
simple gates | 74 | 24.2
compound gates | 33 | 14.6
fa+ha+maj | 6 | 4.04
flops | 36 | 43.6
## layout make-up
class                      count  area, sq um
sequential                    36          811
multi-input combinational    131          930
timing repair buffer           8         75.1
clock buffer                   5         68.8
clock inverter                 3         90.1
tap                           75         93.8
inverter                       9         33.8
fill                         609         3850
Power figures rest on the tool's default switching activity, not on a simulated workload.
